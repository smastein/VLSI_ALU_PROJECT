--- /design/flow/config.mk ---
export PLATFORM = sky130hd
export DESIGN_NAME = mtm_Alu
export DESIGN_NICKNAME = mtm_Alu
export VERILOG_FILES = /design/flow/design.v
export SDC_FILE = /design/flow/constraint.sdc
export NUM_CORES = 4
export LEC_CHECK = 1
export CORE_UTILIZATION = 40
--- /design/flow/constraint.sdc ---
current_design mtm_Alu

set clk_period 20.7
set clk_io_pct 0.2

create_clock -name clk0 -period $clk_period [get_ports {clk}]

set non_clock_inputs [all_inputs -no_clocks]
set_input_delay [expr $clk_period * $clk_io_pct] -clock clk0 $non_clock_inputs
set_output_delay [expr $clk_period * $clk_io_pct] -clock clk0 [all_outputs]
--- /design/flow/design.v ---
module mtm_Alu (
    input  wire clk,    
    input  wire rst_n,  
    input  wire sin,    
    output wire sout    
);
wire [31:0] A;
wire [31:0] B;
wire [31:0]	C;
wire [7:0] CTL_in;
wire [7:0] CTL_out;
mtm_Alu_deserializer u_mtm_Alu_deserializer(
	.clk(clk),
	.rst(rst_n),
	.sin(sin),
	.A(A),
	.B(B),
	.CTL(CTL_in)
);
mtm_Alu_core u_mtm_Alu_core(
	.clk(clk),
	.rst_n(rst_n),
	.A(A),
	.B(B),
	.CTL_in(CTL_in),
	.C(C),
	.CTL_out(CTL_out)
);
mtm_Alu_serializer u_mtm_Alu_serializer(
	.clk(clk),
	.rst_n(rst_n),
	.C(C),
	.CTL_out(CTL_out),
	.sout(sout)
);
endmodule
module mtm_Alu_core (
    input wire clk,
    input wire rst_n,
    input wire [31:0] A,
    input wire [31:0] B,
    input wire [7:0] CTL_in,
    output reg [31:0] C,
    output reg [7:0] CTL_out
) ;
wire [2:0] OP;
wire [3:0] CRC;
assign OP = CTL_in[6:4];
assign CRC = CTL_in[3:0];
reg Carry,
	Overflow, 
	Zero, 
	Negative;
localparam 	AND = 3'b000,
			OR = 3'b001,
			ADD = 3'b100,
			SUB = 3'b101;
always @(posedge clk) begin
	if (!rst_n) begin
		Carry = 0; 
		Overflow = 0; 
		Zero = 0; 
		Negative = 0;
		CTL_out = 8'b11111111;
		C = 0;
	end
	else begin
		if(CTL_in[7] == 0) begin
			case(OP)
				AND: begin						 
					C = A & B;					 
					Carry = 0; 
					Overflow = 0; 
					Zero = 0; 
					Negative = 0;
					CTL_out = {1'b0,Carry,Overflow,Zero,Negative,nextCRC3_D36({C,1'b0,Carry,Overflow,Zero,Negative}, 3'b000)};				 
				end							
				OR: begin
					C = A | B;
					Carry = 0; 
					Overflow = 0; 
					Zero = 0; 
					Negative = 0;
					CTL_out = {1'b0,Carry,Overflow,Zero,Negative,nextCRC3_D36({C,1'b0,Carry,Overflow,Zero,Negative}, 3'b000)};
				end
				ADD: begin
					{Carry,C} = A+B;
					Zero = ~(|C);
					Overflow = ({Carry,C[31]} == 2'b01);
					Negative = (C[31] == 1);
					CTL_out = {1'b0,Carry,Overflow,Zero,Negative,nextCRC3_D36({C,1'b0,Carry,Overflow,Zero,Negative}, 3'b000)};
				end
				SUB: begin
					{Carry,C} = A-B;
					Zero = ~(|C);
					Overflow = ({Carry,C[31]} == 2'b01);
					Negative = (A < B);
					CTL_out = {1'b0,Carry,Overflow,Zero,Negative,nextCRC3_D36({C,1'b0,Carry,Overflow,Zero,Negative}, 3'b000)};
				end
				default: begin
					CTL_out = 8'b10010011;
				end
			endcase
		end
		else if(CTL_in == 8'b10100101 || CTL_in == 8'b11001001) begin
			CTL_out = CTL_in;
		end
		else begin
			Carry = 0;
			Overflow =0;
			Zero = 0;
			Negative = 0;
			CTL_out = 8'b11111111;
		end
	end
end
    function [2:0] nextCRC3_D36;  
        input [35:0] Data;
        input [2:0] crc;
        reg [35:0] d;
        reg [2:0] c;
        reg [2:0] newcrc;
    begin
        d = Data;
        c = crc;
    newcrc[0] = d[35] ^ d[32] ^ d[31] ^ d[30] ^ d[28] ^ d[25] ^ d[24] ^ d[23] ^ d[21] ^ d[18] ^ d[17] ^ d[16] ^ d[14] ^ d[11] ^ d[10] ^ d[9] ^ d[7] ^ d[4] ^ d[3] ^ d[2] ^ d[0] ^ c[2];
    newcrc[1] = d[35] ^ d[33] ^ d[30] ^ d[29] ^ d[28] ^ d[26] ^ d[23] ^ d[22] ^ d[21] ^ d[19] ^ d[16] ^ d[15] ^ d[14] ^ d[12] ^ d[9] ^ d[8] ^ d[7] ^ d[5] ^ d[2] ^ d[1] ^ d[0] ^ c[0] ^ c[2];
    newcrc[2] = d[34] ^ d[31] ^ d[30] ^ d[29] ^ d[27] ^ d[24] ^ d[23] ^ d[22] ^ d[20] ^ d[17] ^ d[16] ^ d[15] ^ d[13] ^ d[10] ^ d[9] ^ d[8] ^ d[6] ^ d[3] ^ d[2] ^ d[1] ^ c[1];
    nextCRC3_D36 = newcrc;
  end
  endfunction
endmodule
module mtm_Alu_deserializer (
    input wire clk,
    input wire rst,
    input wire sin,
    output reg [31:0] A,
	output reg [31:0] B,
	output reg [7:0] CTL
) ;
	reg [3:0] CRC;
	reg [3:0]bit_counter;
	reg [10:0]data_a;
	reg [10:0]data_b;
	reg [10:0]data_ctl;
	reg [3:0] packet_counter;
	reg [1:0] error_data;
	reg [1:0] error;
	reg [1:0] stop;
	reg [31:0] A_nxt;
	reg [31:0] B_nxt;
	always @ (posedge clk) begin
		if (!rst) begin
			bit_counter = 11;
			packet_counter =0;
			error_data = 0;
			error = 0;
			stop = 0;
			data_a = 11'b11111111111;
			data_b = 11'b11111111111;
			data_ctl = 11'b11111111111;
			A_nxt= 32'b11111111111111111111111111111111;
			B_nxt = 32'b11111111111111111111111111111111;
		end 
		else begin
		if((!sin) || (bit_counter < 11)) begin
			if(bit_counter == 11) begin
				bit_counter = 0;
			end
			if (error == 1) begin
				if(bit_counter >0) begin
					bit_counter = bit_counter -1;
				end
				else begin
          				CTL = 8'b11111111;
					error = 0;
					bit_counter = 11;
					packet_counter = 0;
				end
			end
			else if(stop == 1) begin
				if(bit_counter >0) begin
					bit_counter = bit_counter -1;
				end
				else begin
					CTL = 8'b11111111;
					stop = 0;
					bit_counter = 11;
					packet_counter = 0;
					data_a = 11'b11111111111;
					data_b = 11'b11111111111;
					data_ctl = 11'b11111111111;
					A_nxt= 32'b11111111111111111111111111111111;
					B_nxt = 32'b11111111111111111111111111111111;
					CTL = 8'b11111111;
					A= 32'b11111111111111111111111111111111;
					B = 32'b11111111111111111111111111111111;
				end
			end
			else if(bit_counter == 0 && sin ==1) begin
				error_data=1;
			end
			else if(bit_counter ==1 && packet_counter <8 && sin == 1) begin
				error_data =1;
			end
			else if(bit_counter ==1 && packet_counter ==8 && sin == 0) begin
				error_data =1;
			end
			else if(bit_counter ==10 && sin != 1) begin
				error_data =1;
			end
			else if(packet_counter <4) begin
				data_a[11-1-bit_counter] = sin;			
				bit_counter = bit_counter + 1;
				if (bit_counter == 11) begin
					packet_counter = packet_counter+1;
					A_nxt= {A_nxt,data_a[8:1]};
				end
			end
			else if( packet_counter<8) begin
				data_b[11-1-bit_counter] = sin;			
				bit_counter = bit_counter + 1;
				if (bit_counter == 11) begin
					packet_counter = packet_counter+1;
					B_nxt= {B_nxt,data_b[8:1]};
				end
			end
			else if(packet_counter == 8) begin
				data_ctl[11-1-bit_counter] = sin;			
				bit_counter = bit_counter + 1;
				if (bit_counter == 11) begin
					CTL = data_ctl[8:1];
					CRC = nextCRC4_D68({A_nxt[31:0],B_nxt[31:0],1'b1,data_ctl[7:5]}, 4'b0000);
					packet_counter = 0;
					if(CRC == data_ctl[4:1]) begin
						A = A_nxt;
						B = B_nxt;
						CTL = data_ctl[8:1];
						stop = 1;
						bit_counter =1;
					end
					else begin
						CTL = 8'b10100101;
						error =1;
						bit_counter = 9;
					end
				end
			end
			if ( error_data == 1) begin
				bit_counter =9;
				CTL = 8'b11001001;
				error= 1;
				error_data =0;
			end
		end
		end
end
function [3:0] nextCRC4_D68;
    input [67:0] Data;
    input [3:0] crc;
    reg [67:0] d;
    reg [3:0] c;
    reg [3:0] newcrc;
  begin
    d = Data;
    c = crc;
    newcrc[0] = d[60] ^ d[56] ^ d[55] ^ d[54] ^ d[53] ^ d[51] ^ d[49] ^ d[48] ^ d[45] ^ d[41] ^ d[40] ^ d[39] ^ d[38] ^ d[36] ^ d[33] ^ d[32] ^ d[31] ^ d[30] ^ d[26] ^ d[25] ^ d[24] ^ d[23] ^ d[21] ^ d[19] ^ d[18] ^ d[15] ^ d[11] ^ d[10] ^ d[9] ^ d[8] ^ d[6] ^ d[4] ^ d[3] ^ d[0] ^ c[0] ^ c[2];
    newcrc[1] = d[60] ^ d[57] ^ d[53] ^ d[52] ^ d[51] ^ d[50] ^ d[48] ^ d[46] ^ d[45] ^ d[42] ^ d[38] ^ d[37] ^ d[36] ^ d[34] ^ d[30] ^ d[29] ^ d[27] ^ d[23] ^ d[22] ^ d[21] ^ d[20] ^ d[18] ^ d[16] ^ d[15] ^ d[12] ^ d[8] ^ d[7] ^ d[6] ^ d[5] ^ d[3] ^ d[1] ^ d[0] ^ c[1] ^ c[2] ^ c[3];
    newcrc[2] = d[58] ^ d[54] ^ d[53] ^ d[52] ^ d[51] ^ d[49] ^ d[47] ^ d[46] ^ d[43] ^ d[39] ^ d[38] ^ d[37] ^ d[36] ^ d[35] ^ d[31] ^ d[30] ^ d[29] ^ d[28] ^ d[24] ^ d[23] ^ d[22] ^ d[21] ^ d[19] ^ d[17] ^ d[16] ^ d[13] ^ d[9] ^ d[8] ^ d[7] ^ d[6] ^ d[4] ^ d[2] ^ d[1] ^ c[0] ^ c[2] ^ c[3];
    newcrc[3] = d[59] ^ d[55] ^ d[54] ^ d[53] ^ d[52] ^ d[50] ^ d[48] ^ d[47] ^ d[44] ^ d[40] ^ d[39] ^ d[38] ^ d[37] ^ d[32] ^ d[31] ^ d[30] ^ d[29] ^ d[25] ^ d[24] ^ d[23] ^ d[22] ^ d[20] ^ d[18] ^ d[17] ^ d[14] ^ d[10] ^ d[9] ^ d[8] ^ d[7] ^ d[5] ^ d[3] ^ d[2] ^ c[1] ^ c[3];
    nextCRC4_D68 = newcrc;
  end
  endfunction
endmodule
module mtm_Alu_serializer(
  input  wire clk,   
  input  wire rst_n,
  input wire [31:0] C,
  input wire [7:0] CTL_out,
  output reg sout
  );
  localparam 	IDLE = 3'b000,  
  	 	TRANSFER_DATA = 3'b001,
	  	TRANSFER_CTL = 3'b010,
  		FIRST_BIT = 3'b011, 
		TRANSFER_OPT = 3'b100, 
  		END = 3'b101;   
  reg [7:0] bit_counter;
  reg [4:0] packet_counter;
  reg [2:0] state;
  reg [31:0] C_nxt;
  reg [7:0] CTL_nxt;
always @(posedge clk) begin
    if (!rst_n) begin
      state = IDLE;
      bit_counter = 0;
      packet_counter = 0;
      CTL_nxt = 0;
      C_nxt = 0;
    end
    else begin
      case(state)
        IDLE: begin
	  if (CTL_out[7] == 0) begin
            C_nxt = C;
            CTL_nxt = CTL_out;
            packet_counter = 0;
            bit_counter = 31;
	    state = FIRST_BIT;
          end
          else if (CTL_out[7:0] == 8'b11001001 || CTL_out[7:0] == 8'b10010011 || CTL_out[7:0] == 8'b10100101) begin
            state = FIRST_BIT;
            C_nxt = C;
            CTL_nxt = CTL_out;
            packet_counter = 4;
          end
          else begin
            sout = 1;
          end
        end
        FIRST_BIT: begin
          sout = 0;
	  state = TRANSFER_OPT;
          end
	TRANSFER_OPT: begin  
		if (packet_counter < 4) begin
            sout = 0;
            state = TRANSFER_DATA;
          end
          else begin
            sout = 1;
            state = TRANSFER_CTL;
            bit_counter = 7;
          end
        end
        TRANSFER_DATA: begin
          if ((bit_counter+1)% 8 == 1) begin
            sout = C_nxt[bit_counter];
            state = END;
            packet_counter = packet_counter + 1;
            bit_counter = bit_counter - 1;
          end
          else begin
            sout = C_nxt[bit_counter];
            bit_counter = bit_counter - 1;
          end
        end
        TRANSFER_CTL: begin
          if (bit_counter == 0) begin
            sout = CTL_nxt[bit_counter];
            packet_counter = packet_counter + 1;
	    state = END;
          end
          else begin
            sout = CTL_nxt[bit_counter];
            bit_counter = bit_counter - 1;
          end
        end
        END: begin
          sout = 1;
	  if (packet_counter == 5) begin
            	state = IDLE;
          end
          else
          	state = FIRST_BIT;
          end
      endcase
    end
  end
endmodule
--- /design/flow/run.sh ---
#!/bin/bash
# OpenROAD 26Q1-2900-gdf79404cd8, Yosys 0.63+post, stock flow scripts
make -C /OpenROAD-flow-scripts/flow DESIGN_CONFIG=/design/flow/config.mk WORK_HOME=/design/flow/orfs finish
==> summary.json <==
{
  "status": "finished, final reports clean",
  "cycle_use_final": 0.360,
  "grt_antenna_before_repair": 0,
  "hpwl_mm": 43.0,
  "postSynthRegisterBits": 273,
  "fp-row-count": 80,
  "sequential_group_share_of_total_power": 0.384,
  "crit_chain": "clkdlybuf4s50_1 > o211ai_1 > nand2b_1 > a21oi_1 > a21boi_1 > nand2_1 > nor2_4 > buf_4",
  "post_syn_area_um2": 19500,
  "clk_lat_worst_skew_ps": 580,
  "vdd_drop_max_mv": 0.0575,
  "ff_type": "sky130_fd_sc_hd__dfxtp_1",
  "yosys_area_um2": 19500,
  "cp_slowest_stage_delay_ps": 720,
  "yosys_warning_tally": 3,
  "clock.fmax_mhz": 134,
  "syn-mean-instance-area_um2": 8.46,
  "grt_max_degree": 84,
  "die.size.y_um": 223,
  "dieArea_um2": 49800,
  "final.setup.worst_slack_ps": 13250,
  "post_synthesis_cell_count": 2311,
  "drt_pre_antenna_iters": 5,
  "net_switching_power_mw": 0.519,
  "timing.hold.worst.class": "reg -> reg",
  "powerDensity_nw_per_um2": 74.4,
  "synth_seq_share": 0.317,
  "post_cts_setup_inserts": 0,
  "cts_num_sinks": 273,
  "rsz0062_at_grt": "no",
  "clkTransAtPathRegs_ps": 60,
  "io_pins": 4,
  "vias_per_cell": 5.63,
  "clockPowerShare": 0.331,
  "post-route-min-period_ps": 7450,
  "area_growth_syn_to_layout_pct": 6.98,
  "flop_to_flop_setup_slack_ps": 13510,
  "sw_frac_of_total": 0.334,
  "initialDrtViolationCount": 1297,
  "pre_cts_slack_ps": 12730,
  "yosys.area.top_type_share": 0.205,
  "remaining_drc_errors": 0,
  "critical_path.n_buffers_inverters": 2,
  "slew_headroom": 0.373,
  "fp.dieW_um": 223,
  "placeableCoreArea_um2": 47900,
  "post_synth_num_cell_types": 98,
  "p_leak_nw": 8.22,
  "num_vias": 16100,
  "wirelength_mm": 55.5,
  "crit_required_ps": 20910,
  "postCtsHoldBufs": 0,
  "finalCoreUtilization": 0.436,
  "max-clock-path-buffers": 3,
  "largest_area_cell": "sky130_fd_sc_hd__dfxtp_1",
  "openroad.warnings": 98,
  "h-tree-depth": 1,
  "drtAntennaViolNets": 0,
  "ys_cells": 2311,
  "cpMaxStageDelayCell": "sky130_fd_sc_hd__clkdlybuf4s50_1",
  "topCellsByArea": "sky130_fd_sc_hd__dfxtp_1 20%, sky130_fd_sc_hd__edfxtp_1 11%, sky130_fd_sc_hd__xnor2_1 9.1%",
  "timing.final.hold_violations": 0,
  "grt_pass1_vias": 15100,
  "edff_count_synth": 73,
  "cp-startpoint": "sin",
  "combPwrFrac": 0.285,
  "p_int_mw": 1.04,
  "cp-start-kind": "input pin",
  "layout_top_cells": "326 x sky130_fd_sc_hd__nand2_1, 202 x sky130_fd_sc_hd__xnor2_1, 199 x sky130_fd_sc_hd__dfxtp_1",
  "worst_hold_startpoint": "u_mtm_Alu_serializer.C_nxt[21]",
  "final_layout_top_logic_cell": "sky130_fd_sc_hd__nand2_1",
  "critical_path.top_delay_family": "AND-OR/OR-AND gates",
  "critical_path_class": "in -> reg",
  "cts-buffers-inserted": 28,
  "tightest_slew_ps": 936,
  "port_buffers": 3,
  "drive_gt1_frac": 0.0935,
  "crit_path_max_fanout": 52,
  "fin_worst_skew_ps": 47.0,
  "wire_per_inst_um": 19.4,
  "total_gr_overflow": 0,
  "grt.total_usage": 0.232,
  "timing.max_cap.violations": 0,
  "floorplan.core_util": 0.408,
  "finalWeightedCongestion": 1.00,
  "async_reset_ff_frac": 0,
  "worst_setup_path_end_kind": "register",
  "finalMaxSlewViolations": 0,
  "setup-tns-final_ps": 0,
  "setup-violations-final": 0,
  "cts_resized": 0,
  "reg2reg_from": "u_mtm_Alu_deserializer.bit_counter[0]",
  "num_antenna_cells": 0,
  "critPathArrivalTime_ps": 7660,
  "grt_first_pass_wirelength_mm": 87.4,
  "tritoncts": "done",
  "clk_root_buffer_cell": "sky130_fd_sc_hd__clkbuf_16",
  "worst_hold_slack_ps": 460
}
==> registers in the layout, indices dropped and copies added (netlist names) <==
register and cells:
u_mtm_Alu_core.C 32, u_mtm_Alu_deserializer.A 32, u_mtm_Alu_deserializer.A_nxt 32, u_mtm_Alu_deserializer.B 32, u_mtm_Alu_deserializer.B_nxt 32, u_mtm_Alu_serializer.C_nxt 32
u_mtm_Alu_core.CTL_out 8, u_mtm_Alu_deserializer.CTL 8, u_mtm_Alu_deserializer.data_a 8, u_mtm_Alu_deserializer.data_b 8, u_mtm_Alu_deserializer.data_ctl 8, u_mtm_Alu_serializer.CTL_nxt 8
u_mtm_Alu_serializer.bit_counter 8, u_mtm_Alu_serializer.state 6, u_mtm_Alu_serializer.packet_counter 5, u_mtm_Alu_deserializer.bit_counter 4, u_mtm_Alu_deserializer.packet_counter 4, u_mtm_Alu_deserializer.error 2
u_mtm_Alu_deserializer.stop 2, u_mtm_Alu_deserializer.error_data 1, u_mtm_Alu_serializer.sout 1
==> cell type report <==
type                    count  area (um^2)
inverters                 141          529
flip-flops and latches    273         6200
fillers                  4569        27000
repair buffers             22          174
multi-input cells        1759        12300
well taps                 615          769
clock inverters            16          189
clock buffers              36          761
==> synthesized netlist by cell type (all sizes together) (15+ instances only) <==
library cell	number
dfxtp	200
o211ai	45
clkbuf	113
inv	138
or2	76
nand2b	24
ha	116
a211oi	33
xnor2	203
and2	18
buf	25
o21ai	118
nor3	38
and3	18
o211a	27
xor2	40
a21boi	62
a31oi	15
nand2	326
nor2b	15
nor2	132
or3	15
a21oi	94
nand3	93
mux4	27
edfxtp	73
==> tightest hold or removal path, delay by kind of cell (launching register included) <==
kind,cells,cell delay [ps]
and+or+nand+nor,1,40
AOI/OAI and AO/OA,1,60
DFF,1,310
==> through the flow <==
stage	cells	instance area (um^2)	power (mW)
2_1_floorplan	2311	19500	0.937
3_3_place_gp	2810	20000	1.04
3_5_place_dp	2810	20000	1.04
4_1_cts	2862	20900	1.56
5_1_grt	2862	20900	1.64
6_report	2862	20900	1.56
==> metal layers <==
metal  GRT usage  part of all wire
met2       0.344              0.44
met1       0.362              0.46
met5           0                 0
met3      0.0334             0.066
met4      0.0654             0.033
==> power by group through the flow <==
| stage | Sequential [mW] | Combinational, mW | Clock (mW) |
|---|---|---|---|
| after CTS | 0.597 | 0.439 | 0.526 |
| after global routing | 0.600 | 0.489 | 0.548 |
| final | 0.597 | 0.444 | 0.515 |
==> worst paths after layout <==
kind / endpoint / depth (start not counted)
setup reg to reg: u_mtm_Alu_deserializer.B[22] / 21
hold reg to reg: u_mtm_Alu_serializer.C_nxt[21] / 2
hold / removal: u_mtm_Alu_serializer.C_nxt[21] / 2
setup / recovery: u_mtm_Alu_deserializer.B[22] / 8
==> logic make-up after synthesis <==
kind of cell / after synthesis / synth area share
buffers and inverters: 279 / 0.0555
flip-flops: 273 / 0.317
XOR/XNOR: 252 / 0.120
AND-OR/OR-AND: 527 / 0.190
AND/OR/NAND/NOR: 817 / 0.201
multiplexers: 45 / 0.0409
adder cells (fa/ha/maj): 118 / 0.0763
Power is estimated from default activity; no workload was simulated.
